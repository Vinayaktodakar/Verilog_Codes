==> ./config.mk <==
export PLATFORM = sky130hd
export DESIGN_NAME = register_bank_8x8
export DESIGN_NICKNAME = register_bank_8x8
export VERILOG_FILES = /design/flow/design.v
export SDC_FILE = /design/flow/constraint.sdc
export NUM_CORES = 4
export LEC_CHECK = 1
export CORE_UTILIZATION = 40
==> ./constraint.sdc <==
current_design register_bank_8x8

set clk_period 2.2
set clk_io_pct 0.2

create_clock -name clk0 -period $clk_period [get_ports {clk}]

set non_clock_inputs [all_inputs -no_clocks]
set_input_delay [expr $clk_period * $clk_io_pct] -clock clk0 $non_clock_inputs
set_output_delay [expr $clk_period * $clk_io_pct] -clock clk0 [all_outputs]
==> ./design.v <==
module register_bank_8x8 (
    input            clk,         
    input            reset,       
    input            we,          
    input      [2:0] read_addr,   
    input      [2:0] write_addr,  
    input      [7:0] data_in,     
    output reg [7:0] data_out     
);
    reg [7:0] mem [0:7];
    always @(posedge clk) begin
        if (reset) begin
        end else if (we) begin
            mem[write_addr] <= data_in;
        end
    end
    always @(*) begin
        data_out = mem[read_addr];
    end
endmodule
==> ./run.sh <==
#!/bin/bash
# OpenROAD 26Q1-2900-gdf79404cd8, Yosys 0.63+post, stock flow scripts
make -C /OpenROAD-flow-scripts/flow DESIGN_CONFIG=/design/flow/config.mk WORK_HOME=/design/flow/orfs finish
==> results.yml <==
# generated from flow reports
finish:
  most-common-layout-cells: "sky130_fd_sc_hd__edfxtp_1 (64), sky130_fd_sc_hd__mux4_2 (16), sky130_fd_sc_hd__clkdlybuf4s50_1 (14), sky130_fd_sc_hd__buf_4 (10), sky130_fd_sc_hd__clkbuf_8 (9)"
  non_filler_cells_in_the_finished_layout: 235
  post_route_cells_drive_above_1_share_pct: 38.8
  area.growth.synth_to_final_pct: 28.2
  layout_top_cell: "sky130_fd_sc_hd__edfxtp_1"
  largest_register_ffs: 64
  regMostFlops: "mem"
  layout_top_registers: "mem x64"
  final_design_area_no_fill_um2: 3250
hold_path:
  holdPathStages: 1
  worstHoldPathType: "input pin to flip-flop"
sta:
  max_slew.worst_pin.slew_ns: 0.243
  max_slew_margin_pct: 83.8
  report.final.hold_viol_count: 0
  setup_repair_after_global_routing_missed_its_margin: "false"
  finalMaxSlewViolations: 0
  setup_tns_after_final_layout_ns: 0
  final.min_clock_period_ns: 2.14
  crit_path_setup_slack_layout_ns: 0.0555
  period_used_pct: 97.5
  fmaxAchievable_ghz: 0.466
  timing.final.setup_violations: 0
yosys:
  post_synth_instance_area_um2: 2540
  ys_cells: 106
  synth_flop_count: 64
  synth_chip_area_um2: 2540
  yosys_warnings: 1
  netlist_instances: 106
  synth_cell_types: 15
  ys_seq_share_pct: 75.7
  postSynthAreaPerCell_um2: 23.9
worst_setup_path:
  critical_path_peak_fanout: 5
  cp.arrival_ns: 1.70
  endpoint_kind: "output port"
  setup.worst_path.class: "input pin to output port"
  crit_start_category: "input pin"
  cp.required_ns: 1.76
drt:
  wl_mm: 4.47
  remaining_drc_errors: 0
  detail-route-antenna-nets: 0
  first_pass_iters: 4
  routedWlPerCell_um: 19.0
  via_count: 1182
  avgViaCountPerCell: 5.03
  topRoutingLayerUsed: "met4"
  drt_iter0_drc: 26
  route.met2.wl_mm: 2.09
  met1Wirelength_mm: 1.75
  wl_met3_um: 568
  diodes: 0
clock_network:
  cts_hold_buffers: 0
  cts_made_buffers: 9
  ctsHtreeMaxLevel: 3
  tritoncts: "built"
  clk_root_buffer_cell: "sky130_fd_sc_hd__clkbuf_8"
  clock_path_buffers: 2
  clock_sinks: 64
  clk_transition_reported_paths_ns: 0.07
power:
  post-layout-total-power_w: 0.00257
  peakVddDrop_uv: 521
  leakagePower_nw: 1.10
  power_density_relative_to_cell_area_nw_per_um2: 791
place:
  placement.cell_area_um2: 2950
  dp_cell_count: 211
  preCtsSetupSlack_ns: -0.625
  placement.io_buffers: 24
  place_congestion: 0.722
run:
  maxCapViolCount: 0
  tool_warnings: 26
global_routing:
  grt_start_max_net_pins: 14
  grt_antenna_before_repair: 0
  grt_first_pass_wirelength_mm: 6.98
  grt-ovfl-total: 0
  grt_pass1_vias: 1329
  global_route.usage.total_pct: 16.8
run_status:
  outcome: "complete, no violations"
die:
  die-area_um2: 6670
  boundaryPins: 25
  core_area_um2: 6030
  die.size.y_um: 81.6
  placementRows: 28
  starting_density_of_the_core_pct: 42.1
  fp.dieW_um: 81.6
[worst paths after layout]
path | slack, ns | to | startpoint
hold / removal | 0.82 | mem[2][6] | data_in[6]
setup / recovery | 0.06 | data_out[4] | read_addr[0]
[what timing repair did]
action                     4_1_cts  5_1_grt
cloned                           2        0
setup buffers                    4        2
setup endpoints to repair        8        4
resized                         48        8
[power by group]
group          switching [W]  internal, W  leakage (nW)  total (W)
Sequential        0.00000561      0.00137         0.578    0.00137
Combinational      0.0000692     0.000130         0.425   0.000199
Clock               0.000468     0.000534        0.0964    0.00100
[cell type report]
type / count / area [µm²]
Fill cell: 468 / 2770
Sequential cell: 64 / 1920
Multi-Input combinational cell: 37 / 546
Timing Repair Buffer: 43 / 487
Clock buffer: 9 / 124
Tap cell: 75 / 93.8
Clock inverter: 7 / 80.1
[kinds of logic after synthesis]
kind of cell | count (synthesis) | synth area share [%]
buffers and inverters | 5 | 1.73
DFF | 64 | 75.7
muxes | 24 | 20.0
and+or+nand+nor | 13 | 2.56
[per-stage QoR]
step                hold slack [ns]  utilization, %
floorplan                     0.539               -
finish                        0.818            54.0
global placement               1.14            48.9
CTS                           0.807            53.4
global route                  0.836            54.0
detailed placement             1.17            48.9
[Yosys cell counts]
cell type / count / area share, %
sky130_fd_sc_hd__edfxtp_1: 64 / 76
sky130_fd_sc_hd__mux4_1: 15 / 16
sky130_fd_sc_hd__mux2_2: 8 / 3.6
sky130_fd_sc_hd__nor2_1: 6 / 0.89
sky130_fd_sc_hd__nand2b_1: 2 / 0.49
sky130_fd_sc_hd__nor3_1: 2 / 0.39
sky130_fd_sc_hd__buf_1: 1 / 0.15
sky130_fd_sc_hd__buf_12: 1 / 0.79
sky130_fd_sc_hd__buf_2: 1 / 0.20
sky130_fd_sc_hd__buf_6: 1 / 0.44
sky130_fd_sc_hd__clkbuf_1: 1 / 0.15
sky130_fd_sc_hd__mux4_2: 1 / 0.89
sky130_fd_sc_hd__nand2_1: 1 / 0.15
sky130_fd_sc_hd__nand3b_1: 1 / 0.30
sky130_fd_sc_hd__or3b_2: 1 / 0.35
[per-layer routing]
layer	global-route usage, %	vias up
li1	-	543
met1	23.6	566
met2	23.7	67
met3	12.6	6
met4	1.58	0
met5	0	-
[worst max-delay path, stage by stage]
cell                              delay, ns
sky130_fd_sc_hd__buf_8                 0.09
sky130_fd_sc_hd__buf_12                0.12
sky130_fd_sc_hd__buf_8                 0.11
sky130_fd_sc_hd__mux4_2                0.49
sky130_fd_sc_hd__mux2_4                0.28
sky130_fd_sc_hd__clkdlybuf4s15_1       0.18
Power figures rest on the tool's default switching activity, not on a simulated workload.
