$ cat /design/flow/constraint.sdc
current_design alu_8bit

set clk_period 4.9
set clk_io_pct 0.2

create_clock -name clk0 -period $clk_period

set non_clock_inputs [all_inputs -no_clocks]
set_input_delay [expr $clk_period * $clk_io_pct] -clock clk0 $non_clock_inputs
set_output_delay [expr $clk_period * $clk_io_pct] -clock clk0 [all_outputs]
$ cat /design/flow/run.sh
#!/bin/bash
# OpenROAD 26Q1-2900-gdf79404cd8, Yosys 0.63+post, stock flow scripts
make -C /OpenROAD-flow-scripts/flow DESIGN_CONFIG=/design/flow/config.mk WORK_HOME=/design/flow/orfs finish
$ cat /design/flow/config.mk
export PLATFORM = sky130hd
export DESIGN_NAME = alu_8bit
export DESIGN_NICKNAME = alu_8bit
export VERILOG_FILES = /design/flow/design.v
export SDC_FILE = /design/flow/constraint.sdc
export NUM_CORES = 4
export LEC_CHECK = 1
export CORE_AREA = 10 10 85 85
export DIE_AREA = 0 0 95 95
$ cat /design/flow/design.v
module alu_8bit (
    input  [7:0] A,           
    input  [7:0] B,           
    input  [1:0] sel,         
    output reg [7:0] result,  
    output reg carry_out      
);
    always @(*) begin
        carry_out = 1'b0;
        case (sel)
            2'b00: begin  
                {carry_out, result} = A + B;
            end
            2'b01: begin  
                {carry_out, result} = A - B;
            end
            2'b10: begin  
                result = A & B;
            end
            2'b11: begin  
                result = A | B;
            end
            default: begin
                result = 8'h00;
                carry_out = 1'b0;
            end
        endcase
    end
endmodule
==> ds_physical_params.txt <==
Characteristics after synthesis and place and route

Parameter                              Value

Timing
  Unrepaired setup endpoints after global routing    no
  Final-report setup violation count    0
  Number of pins with negative max-slew slack in the final report    0
  Setup slack after layout    247 ps
  Final sum of negative setup slack    0 ps
  Final critical-path required period    between 4000 and 5000 ps
  Hold slack final    3190 ps
  Count of endpoints failing hold in the final timing report    0
  Rel. slew slack    75.0%
  Highest achievable clock rate    approximately 210 MHz
  Slew at the pin closest to its max-slew limit    ~370 ps
  Period Utilization, post-route    between 90% and 100%

Detailed routing
  Diode count    0
  Post-detailed-routing wire length    about 2800 microns
  Iter 0 DRT Violations    97
  Number of remaining DRC errors    0
  Initial DRT Pass Iterations    4
  Met2 wirelength from detailed routing    approximately 1200 microns
  Wire length per cell    11.7 microns
  Top Layer Used    met3
  ANT nets after route    0
  Met1 routed wirelength after detailed routing    between 1000 and 1500 microns
  Routed wl met3    roughly 160 microns
  Routed via count    about 1000
  Vias per cell    between 4 and 5

Logic synthesis
  Top cells by area    ha_1, inv_1, a21oi_1, mux4_2, fa_1
  Portion of the post-synthesis area used by sequential elements    0%
  Most popular library cell in the synthesized design by count    inv_1
  Post-Synthesis Cell Area    approximately 1100 sq um
  Mapped Avg Cell Area    about 7.4 sq um
  Simple-Gate Fraction of Synth Area    ~15%
  Yosys Warn Count    1
  Xor and xnor fraction of the mapped netlist area    under 10%
  Area fraction in full adders, half adders and majority gates    between 30% and 40%
  Main combinational cell family by area after synthesis    adder cells
  Area share of the largest cell type after synthesis    approximately 30%
  Number of standard cells reported by yosys    approximately 140
  Top post-synthesis cells by count    inv_1, ha_1, a21oi_1, nor2_1, o21ai_0
  Post-synthesis cell count    144
  Share of cell area taken by muxes after synthesis    approximately 8.5%
  Synth cell types    37
  Yosys-reported design area after synthesis    1060 sq um
  Ao+oa area frac    between 20 and 30%
  Most area-hungry cell type in the Yosys netlist    ha_1

Floorplan
  Std cell rows    27
  Core Region    approximately 5500 sq um
  Floorplan Utilization    between 10% and 20%
  Chip height    around 95 microns
  Overall chip area    ~9000 sq um
  Horizontal die size    95 microns
  Number of top-level pins    27

Place
  # port buffers    27
  Cell area after placement    ~1400 sq um
  Number of cells in the design after placement    239
  Half-perimeter wire length after detailed placement    2400 microns
  Post-placement setup slack    253 ps
  Routability congestion estimate    about 0.85

Global route
  Initial antenna violation count    0
  Aggregate global-route resource usage    between 6 and 7%
  Largest net degree at the start of global routing    17
  Aggregate global routing overflow    0
  Vias in the first global route    a little over 1000
  First-pass GRT wire length    between 4000 and 5000 microns

Finish
  Sequential cell count of the final layout    0
  Number of clock buffer instances in the layout    0
  Share of cells above drive strength 1    between 4 and 5%
  Util after Layout    roughly 26%
  Area added between synthesis and finish    32.8%
  Reg area    0 sq um
  Final cell count without fillers    around 240
  Post-route cell area    approximately 1400 sq um

Pwr
  Internal Dissipation    between 0.07 and 0.08 mW
  Worst IR drop on VDD    0.0000314 V
  Total design power    roughly 0.14 mW
  Net switching power figure    around 0.064 mW
  Fraction of power consumed by the clock network    0%
  Power density relative to cell area    99.8 nW/um^2
  Power share of the sequential group    0%
  Leakage power total    0.639 nW
  Relative contribution of combinational cells to total power    100.0%
  Net switching fraction of the power    45.5%

Clock tree
  Resized Gates After CTS    0
  Buffers inserted by post-CTS timing repair    0
  CTS Hold Bufs    0

Critical path
  Endpoint class of the critical path    output port
  Crit path DRT    a little under 4000 ps
  Worst Setup Start Kind    input pin
  Worst-path fanout max    4
  Category of the most critical setup path    in2out
  Arrival time of the worst setup path    roughly 3700 ps

Run status
  Result of the run    completed

Run
  OpenROAD warnings    between 40 and 50
  Max-cap check violation count    0

Worst hold path
  Hold path cells    5
  Worst hold path class    in2out
  Hold Path Origin    B[0]
  Worst min-delay path endpoint    result[0]
cell type report:
type	count	area, sq um
inverter	29	109
timing repair buffer	29	285
tap	72	90.1
multi-input combinational	109	930
fill	617	4060
placed cells by master, fill, tap and decap left out, types with 3 or more instances in the layout:
cell	synthesis	routed
a211oi_1	3	3
nand3_1	3	3
o21bai_1	3	3
ha_1	25	25
o31ai_1	3	3
nor2_1	7	7
a21oi_1	14	14
o21ai_0	6	6
xnor2_1	3	3
inv_1	29	29
nor3_1	5	5
nand2_1	4	4
mux4_2	3	3
o211ai_1	3	3
clkdlybuf4s50_1	0	27
layer usage:
| metal | vias up | GRT usage, % |
|---|---|---|
| li1 | 550 | - |
| met1 | 477 | 8.86 |
| met2 | 22 | 10.6 |
| met3 | 0 | 1.20 |
| met4 | 0 | 0.623 |
| met5 | - | 0 |
kinds of logic (layout without fill, tap and decap cells):
| logic type | count (synthesis) | in the layout |
|---|---|---|
| AOI/OAI and AO/OA | 43 | 43 |
| xor gates and xnor gates | 5 | 5 |
| adders and majority gates | 27 | 27 |
| buffers and inverters | 35 | 58 |
| muxes | 5 | 5 |
| and+or+nand+nor | 29 | 29 |
power groups by stage:
| stage | Combinational, mW | Sequential, mW | Clock (mW) |
|---|---|---|---|
| 4_1_cts | 0.143 | 0 | 0 |
| 5_1_grt | 0.160 | 0 | 0 |
| 6_report | 0.141 | 0 | 0 |
worst max path at each step:
stage / startpoint / to / slack, ps / cells past startpoint
CTS: B[0] / result[4] / 230 / 9
global route: B[0] / carry_out / 60 / 10
finish: B[0] / result[4] / 250 / 9
critical path, stage by stage:
cell and delay (ps):
clkdlybuf4s50_1 510, ha_1 230, inv_1 70, fa_1 400
or2b_1 270, a21oi_1 250, nor2_1 80, mux4_2 450
clkdlybuf4s50_1 430
No activity file was given, so power comes from the tool's default toggle rates.
