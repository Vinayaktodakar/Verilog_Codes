===== flow/run.sh =====
#!/bin/bash
# OpenROAD 26Q1-2900-gdf79404cd8, Yosys 0.63+post, stock flow scripts
make -C /OpenROAD-flow-scripts/flow DESIGN_CONFIG=/design/flow/config.mk WORK_HOME=/design/flow/orfs finish

===== flow/constraint.sdc =====
current_design traffic_light_fsm

set clk_period 3.5
set clk_io_pct 0.2

create_clock -name clk0 -period $clk_period [get_ports {clk}]

set non_clock_inputs [all_inputs -no_clocks]
set_input_delay [expr $clk_period * $clk_io_pct] -clock clk0 $non_clock_inputs
set_output_delay [expr $clk_period * $clk_io_pct] -clock clk0 [all_outputs]

===== flow/design.v =====
module traffic_light_fsm (
    input  clk,
    input  reset,
    output reg [2:0] lights  
);
    parameter GREEN  = 2'b00, 
              YELLOW = 2'b01, 
              RED    = 2'b10;
    parameter T_GREEN  = 32'd10,  
              T_YELLOW = 32'd3,   
              T_RED    = 32'd15;  
    reg [1:0]  state, next_state;
    reg [31:0] count;
    always @(posedge clk or posedge reset) begin
        if (reset) begin
            state <= GREEN;
            count <= 32'd0;
        end else begin
            case (state)
                GREEN:  if (count < T_GREEN)  count <= count + 1; else begin count <= 0; state <= YELLOW; end
                YELLOW: if (count < T_YELLOW) count <= count + 1; else begin count <= 0; state <= RED;    end
                RED:    if (count < T_RED)    count <= count + 1; else begin count <= 0; state <= GREEN;  end
                default: state <= GREEN;
            endcase
        end
    end
    always @(*) begin
        case (state)
            GREEN:  lights = 3'b001;  
            YELLOW: lights = 3'b010;  
            RED:    lights = 3'b100;  
            default: lights = 3'b100;
        endcase
    end
endmodule

===== flow/config.mk =====
export PLATFORM = sky130hd
export DESIGN_NAME = traffic_light_fsm
export DESIGN_NICKNAME = traffic_light_fsm
export VERILOG_FILES = /design/flow/design.v
export SDC_FILE = /design/flow/constraint.sdc
export NUM_CORES = 4
export LEC_CHECK = 1
export CORE_UTILIZATION = 30

==> flow_summary.yaml <==
# generated from flow reports
power_and_ir_drop:
  cellLeakagePower_nw: 0.952
  p_clk_frac: 0.441
  ir_drop_v: 0.000178
  p_seq_frac: 0.547
  p_per_area_nw_per_um2: 360
  p_sw_mw: 0.154
  combPwrFrac: 0.013
  p_int_mw: 0.586
  switching_share: 0.208
logic_synthesis:
  ys.warnings.count: 1
  flop_cell: "dfrtp_1"
  synthCells: 195
  yosys_cells: 195
  synthArstFlopShare: 1.00
  synth.avg_cell_area_um2: 9.32
  ys_types: 29
  syn_area_um2: 1820
  synth_chip_area_um2: 1820
  edf_count: 0
  synth_seq_share: 0.483
  synth_flops: 35
detailed_routing:
  num_vias: 1382
  antennaDiodeCount: 0
  wl_per_cell_um: 12.4
  ant_nets: 0
  drt_iter0_drc: 85
  wl_um: 3450
  drc_errors: 0
  vias_per_cell: 4.99
  drtPass1Iterations: 4
clocking:
  cts_setup_buffers: 0
  cts_buffer_depth: 2
  cts_tree: "yes"
  htreeDepth: 2
  clk_latency_ps: 290
  cts_buffers: 5
  cts-hold-fix-buffers: 0
  clock-sinks: 35
  root_buffer: "clkbuf_8"
  cts_resized: 0
  cts.clk_slew.worst_paths_ps: 70
sta:
  max_slew.worst_pin.slew_ps: 988
  setup-tns-final_ps: 0
  slew_headroom: 0.337
  finalClockPeriodUsage: 0.623
  maxSlewViolCount: 0
  rsz0062_at_grt: "no"
  holdWs_ps: 516
  period_minus_slack_ps: 2180
  fmax_mhz: 458
  hold_viol: 0
  skew_ps: 8.06
  worst_slack_ps: 1320
  setup_viol_count_final: 0
global_route:
  grt_max_degree: 36
  grt_pass1_vias: 1296
  overflow: 0
  grt_util_all_layers: 0.125
  grt_pass1_wl_um: 6140
  antenna_found_initial: 0
cells_and_area:
  nFillCells: 584
  final_area_um2: 2060
  layout.cells.non_filler: 277
  final_common_cell: "dfrtp_1"
  area_growth_pct: 13.2
  drive_above_1_share: 0.0878
  final_cell_mix: "dfrtp_1 (34), nor2_1 (32), xor2_1 (23)"
floorplanning:
  die_width_um: 79.8
  design.core.area_um2: 5680
  die_h_um: 79.8
  rows: 27
  dieArea_um2: 6370
  io_pins: 5
  initial_core_util: 0.320
setup_path:
  r2r_start: "state[0]"
  max_stage_delay_ps: 810
  cp-end-kind: "flop"
  cpMaxStageDelayCell: "nor3_1"
  cp.arrival_ps: 2410
  startpoint: "state[0]"
  worstPathRequired_ps: 3720
  cp_cell_sequence: "nor3_1, buf_4, nor3_1, nand4_1, xor2_1, nor2_1"
  crit_type: "reg -> reg"
  crit_top_cell: "nor3_1"
  r2r_cells: 6
  r2r_slack_ps: 1320
  path_buffers: 1
  startpoint_type: "flop"
  crit_family: "simple AND/OR/NAND/NOR gates"
  path_max_fanout: 14
  path_depth: 6
outcome:
  status: "finished, final reports clean"
placement:
  routabilityCongestion: 0.770
  dpl_cell_area_um2: 1960
  post-place-ws_ps: 1360
  port_buffers: 4
  dp_hpwl_um: 2220
  place_inst: 269
min_path:
  hold_start: "count[5]"
  min-delay-path-class: "reg -> reg"
  holdPathStages: 1
job:
  maxCapViolCount: 0
  warning_count: 26
## synthesized netlist by cell type (all sizes together), types with 3 or more instances
cell    instances  share of area
dfrtp          34           0.47
nor2           32          0.066
xor2           23           0.11
nand2          19          0.039
nand3          15          0.041
nand4          15          0.052
nor4            7          0.024
nor3            6          0.022
and2            5          0.017
buf             5          0.014
o21ai           5          0.014
and3            4          0.014
a32o            3          0.017
clkbuf          3         0.0062
inv             3         0.0062
## power groups by stage
stage	Clock (mW)	Sequential (mW)	Combinational, mW
after CTS	0.334	0.404	0.0106
after global routing	0.348	0.404	0.0120
final	0.326	0.404	0.00953
## worst register-to-register path, cell delays in order (launching register included)
cell	delay (ps)
dfstp_2	570
nor3_1	50
buf_4	180
nor3_1	810
nand4_1	220
xor2_1	200
nor2_1	100
## path summary, 6_finish.rpt
kind                             end
max reg2reg                count[30]
min in group asynchronous  count[19]
max                        count[30]
min                         count[5]
min reg2reg                 count[5]
max in group asynchronous   state[0]
## per-layer routing
| layer | track usage | wire length, um |
|---|---|---|
| met2 | 0.173 | 1450 |
| met1 | 0.207 | 1810 |
| met4 | 0.0196 | 67 |
| met3 | 0.0255 | 125 |
| met5 | 0 | 0 |
## state kept, by name, indices dropped and copies added, names as in the netlist
signal / flops
count: 32
state: 3
## stage by stage
stage	total power, mW	utilization
floorplan	0.418	-
global placement	0.422	0.345
detailed placement	0.423	0.345
CTS	0.749	0.362
global route	0.764	0.362
finish	0.740	0.362
## kinds of logic (layout without fill, tap and decap cells)
kind of cell,after synthesis,count (layout),synth area share
AND/OR/NAND/NOR,110,110,0.310
AND-OR/OR-AND,12,12,0.0468
flip-flops,35,35,0.483
buffers and inverters,11,21,0.0262
adder cells (fa/ha/maj),2,2,0.0138
XOR/XNOR,25,25,0.121
## cell type report
| type | count | area [um2] | area share |
|---|---|---|---|
| well taps | 72 | 90.1 | 0.0438 |
| multi-input cells | 149 | 892 | 0.434 |
| repair buffers | 10 | 85.1 | 0.0414 |
| clock buffers | 8 | 100 | 0.0487 |
| flip-flops and latches | 35 | 877 | 0.427 |
| inverters | 3 | 11.3 | 0.00548 |
Power is estimated from default activity; no workload was simulated.
